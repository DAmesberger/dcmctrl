[/design/flow/config.mk]
export PLATFORM = sky130hd
export DESIGN_NAME = top_dcmctrl
export DESIGN_NICKNAME = top_dcmctrl
export VERILOG_FILES = /design/flow/design.v
export SDC_FILE = /design/flow/constraint.sdc
export NUM_CORES = 4
export LEC_CHECK = 1
export CORE_UTILIZATION = 50
[/design/flow/design.v]
module dcmctrl #(
	parameter integer N_CHANNELS = 6,
	parameter integer TIMEOUT_EXP2 = 25,  
	parameter integer RESET_EXP = 18  
) (
	input clk,
	input reset,
	input enable,
	output irq,
	input spi_ss,
	input spi_clk,
	input spi_mosi,
	output reg spi_miso,
	output reg [N_CHANNELS-1:0] motor_left,
	output reg [N_CHANNELS-1:0] motor_right,
	output reg [N_CHANNELS-1:0] motor_reset,
	input [N_CHANNELS-1:0] motor_pulse,
	input [N_CHANNELS-1:0] motor_fault,
	input [N_CHANNELS-1:0] motor_otw
);
	reg [7:0] spi_shiftreg;
	reg [2:0] spi_bitcnt;
	reg spi_first_byte;
	reg last_spi_clk;
	reg spi_write;
	reg spi_xstrobe;
	reg spi_rstrobe;
	reg spi_wstrobe;
	reg [6:0] spi_raddr;
	reg [6:0] spi_waddr;
	reg [7:0] spi_rdata;
	reg [7:0] spi_wdata;
	reg spi_ss_q;
	reg spi_clk_q;
	reg spi_mosi_q;
	always @(posedge clk) begin
		spi_ss_q <= spi_ss;
		spi_clk_q <= spi_clk;
		spi_mosi_q <= spi_mosi;
	end
	always @(posedge clk) begin
		spi_rstrobe <= 0;
		spi_wstrobe <= spi_rstrobe && spi_write && !spi_first_byte;
		spi_xstrobe <= spi_rstrobe;
		spi_wdata = spi_shiftreg;
		last_spi_clk <= spi_clk_q;
		if (reset || spi_ss_q) begin
			spi_first_byte <= 0;
			spi_write <= 0;
			spi_miso <= 0;
			spi_shiftreg <= 0;
			spi_bitcnt <= 0;
			spi_first_byte <= 1;
		end else
		if (!last_spi_clk && spi_clk_q) begin
			spi_shiftreg <= {spi_shiftreg, spi_mosi_q};
			spi_bitcnt <= spi_bitcnt + 1;
			if (spi_bitcnt == 7) begin
				if (spi_first_byte)
					{spi_write, spi_raddr} <= {spi_shiftreg, spi_mosi_q};
				else
					spi_raddr <= spi_raddr + 1;
				spi_waddr <= spi_raddr;
				spi_rstrobe <= 1;
			end
		end else
		if (last_spi_clk && !spi_clk_q) begin
			spi_miso <= spi_shiftreg[7];
		end else
		if (spi_xstrobe) begin
			spi_shiftreg <= spi_rdata;
			spi_first_byte <= 0;
		end
	end
	reg [7:0] registers [0:128];
	(* keep *) reg reg_wstrobe;
	(* keep *) reg reg_rstrobe;
	(* keep *) reg [6:0] reg_addr;
	(* keep *) reg [7:0] reg_wdata;
	wire reg_flowctrl = spi_wstrobe || spi_rstrobe;
	reg reg_flowctrl_q;
	(* keep *) wire [7:0] reg_rdata = reg_flowctrl_q ? reg_rdata_q : spi_rdata;
	(* keep *) reg  [7:0] reg_rdata_q;
	always @(posedge clk) begin
		if (spi_wstrobe || reg_wstrobe) begin
			registers[spi_wstrobe ? spi_waddr : reg_addr] <= spi_wstrobe ? spi_wdata : reg_wdata;
		end
		spi_rdata <= registers[spi_rstrobe ? spi_raddr : reg_addr];
		reg_flowctrl_q <= reg_flowctrl;
		reg_rdata_q <= reg_rdata;
	end
	(* keep *) reg [9:0] mc_state;
	(* keep *) reg [3:0] mc_channel;
	(* keep *) reg [23:0] mc_current_position;
	(* keep *) reg [23:0] mc_target_position;
	(* keep *) reg [7:0] mc_flags [0:N_CHANNELS-1];
	(* keep *) reg [7:0] mc_chan_speed [0:N_CHANNELS-1];
	(* keep *) reg [N_CHANNELS-1:0] mc_chan_turn_left;
	(* keep *) reg [N_CHANNELS-1:0] mc_chan_turn_right;
	(* keep *) reg [N_CHANNELS-1:0] mc_chan_pulse;
	(* keep *) reg [N_CHANNELS-1:0] mc_chan_last_pulse;
	(* keep *) reg mc_write_flags;
	(* keep *) reg mc_write_position;
	(* keep *) reg [N_CHANNELS-1:0] mc_chan_live;
	(* keep *) reg [TIMEOUT_EXP2-1:0] mc_timeout;
	wire [23:0] mc_position_delta = mc_target_position - mc_current_position;
	wire mc_timeout_check = &mc_timeout[TIMEOUT_EXP2-1 -: 3];
	always @(posedge clk) begin
		mc_chan_pulse <= mc_chan_pulse | (motor_pulse & ~mc_chan_last_pulse);
		mc_chan_last_pulse <= motor_pulse;
		mc_timeout <= mc_chan_speed[0] == 0 ? mc_timeout : (mc_timeout + 1);
		mc_chan_live <= mc_timeout ? (mc_chan_live | mc_chan_pulse) : 0;
		if (reset) begin
			mc_state <= 0;
			mc_channel <= 0;
			mc_chan_pulse <= 0;
			reg_wstrobe <= 0;
			reg_rstrobe <= 0;
			mc_chan_live <= 0;
			mc_timeout <= 0;
			motor_reset <= 1;
		end else
		if (!reg_flowctrl) begin
			reg_wstrobe <= 0;
			reg_rstrobe <= 0;
			case (mc_state)
				0: begin
					mc_write_flags <= 0;
					mc_write_position <= 0;
					reg_addr <= mc_channel * 4;
					reg_rstrobe <= 1;
					mc_state <= 1;
				end
				1: begin
					reg_addr <= reg_addr + 1;
					reg_rstrobe <= 1;
					mc_state <= 2;
				end
				2: begin
					if (mc_flags[mc_channel] != 0 && reg_rdata == 0) begin
						mc_chan_live[mc_channel] <= 0;
						mc_timeout <= 0;
						motor_reset[mc_channel] <= 0;  
					end
					mc_flags[mc_channel] <= reg_rdata;
					reg_addr <= reg_addr + 1;
					reg_rstrobe <= 1;
					mc_state <= 3;
				end
				3: begin
					mc_current_position[23:16] <= reg_rdata;
					reg_addr <= reg_addr + 1;
					reg_rstrobe <= 1;
					mc_state <= 4;
				end
				4: begin
					mc_current_position[15:8] <= reg_rdata;
					reg_addr <= reg_addr + 61;
					reg_rstrobe <= 1;
					mc_state <= 5;
				end
				5: begin
					mc_current_position[7:0] <= reg_rdata;
					reg_addr <= reg_addr + 1;
					reg_rstrobe <= 1;
					mc_state <= 6;
				end
				6: begin
					mc_chan_speed[mc_channel] <= reg_rdata;
					reg_addr <= reg_addr + 1;
					reg_rstrobe <= 1;
					mc_state <= 7;
				end
				7: begin
					mc_target_position[23:16] <= reg_rdata;
					reg_addr <= reg_addr + 1;
					reg_rstrobe <= 1;
					mc_state <= 8;
				end
				8: begin
					mc_target_position[15:8] <= reg_rdata;
					mc_state <= 9;
				end
				9: begin
					mc_target_position[7:0] <= reg_rdata;
					mc_state <= 100;
				end
				100: begin
					if (mc_position_delta == 0) begin
						mc_chan_live[mc_channel] <= 1;
					end
					mc_chan_turn_left[mc_channel] <= !mc_flags[mc_channel] && mc_position_delta[23];
					mc_chan_turn_right[mc_channel] <= !mc_flags[mc_channel] && !mc_position_delta[23] && mc_position_delta[22:0];
					mc_state <= 101;
				end
				101: begin
					motor_reset[mc_channel] <= 0;
					if (mc_timeout_check && !mc_chan_live[mc_channel] && !mc_flags[mc_channel][2:0]) begin
						mc_flags[mc_channel][2] <= 1;
						mc_write_flags <= 1;
						mc_timeout <= 0;
					end
					if (motor_fault[mc_channel] && !mc_flags[mc_channel][1]) begin
						motor_reset[mc_channel] <= 1;
						mc_flags[mc_channel][1] <= 1;
						mc_write_flags <= 1;
					end
					mc_state <= 1000;
				end
				1000: begin
					mc_channel <= mc_channel == N_CHANNELS-1 ? 0 : mc_channel+1;
					mc_chan_last_pulse[mc_channel] <= motor_pulse[mc_channel];
					if (mc_chan_pulse[mc_channel]) begin
						if (mc_chan_turn_left[mc_channel])
							mc_current_position <= mc_current_position - 1;
						if (mc_chan_turn_right[mc_channel])
							mc_current_position <= mc_current_position + 1;
						mc_chan_pulse[mc_channel] <= 0;
						mc_write_position <= 1;
					end
					reg_addr <= mc_channel * 4;
					reg_wstrobe <= mc_write_flags;
					reg_wdata <= mc_flags[mc_channel];
					mc_state <= 1001;
				end
				1001: begin
					reg_addr <= reg_addr + 1;
					reg_wstrobe <= mc_write_position;
					reg_wdata <= mc_current_position[23:16];
					mc_state <= 1002;
				end
				1002: begin
					reg_addr <= reg_addr + 1;
					reg_wstrobe <= mc_write_position;
					reg_wdata <= mc_current_position[15:8];
					mc_state <= 1003;
				end
				1003: begin
					reg_addr <= reg_addr + 1;
					reg_wstrobe <= mc_write_position;
					reg_wdata <= mc_current_position[7:0];
					mc_state <= 0;
				end
			endcase
		end
	end
	(* keep *) reg [7:0] pwm_stage1_count;
	(* keep *) reg [3:0] pwm_stage1_channel;
	(* keep *) reg [7:0] pwm_stage2_count;
	(* keep *) reg [3:0] pwm_stage2_channel;
	(* keep *) reg [7:0] pwm_stage2_speed;
	(* keep *) reg [0:N_CHANNELS-1] motor_left_prev ;
	(* keep *) reg [0:N_CHANNELS-1] motor_right_prev ;
	always @(posedge clk) begin
		if (reset) begin
			pwm_stage1_count <= 0;
			pwm_stage1_channel <= 0;
			pwm_left_prev <= 0;
			pwm_right_prev <= 0;
		end else begin
			pwm_stage1_count <= pwm_stage1_count + 1;
			if (pwm_stage1_channel == N_CHANNELS-1) begin
				pwm_stage1_channel <= 0;
			end else begin
				pwm_stage1_channel <= pwm_stage1_channel + 1;
			end
			pwm_stage2_count <= pwm_stage1_count;
			pwm_stage2_channel <= pwm_stage1_channel;
			pwm_stage2_speed <= mc_chan_speed[pwm_stage1_channel];
			motor_left[pwm_stage2_channel] <= mc_chan_turn_left[pwm_stage2_channel] && (pwm_stage2_count < pwm_stage2_speed);
			motor_right[pwm_stage2_channel] <= mc_chan_turn_right[pwm_stage2_channel] && (pwm_stage2_count < pwm_stage2_speed);
	     	if (mc_chan_turn_left[pwm_stage2_channel] && motor_left[pwm_stage2_channel] && !motor_left_prev[pwm_stage2_channel]) begin
	     		motor_right[pwm_stage2_channel] <= 1;
	     	end
	     	if (mc_chan_turn_right[pwm_stage2_channel] && motor_right[pwm_stage2_channel] && !motor_right_prev[pwm_stage2_channel]) begin
	     		motor_left[pwm_stage2_channel] <= 1;
	     	end
	     	motor_left_prev[pwm_stage2_channel] <= motor_left[pwm_stage2_channel];
	     	motor_right_prev[pwm_stage2_channel] <= motor_right[pwm_stage2_channel];
		end
	end
endmodule
module top_dcmctrl  (
	output LED1_1,
	output LED1_2,
	input  clk,
	output INT,
	input SPI_CS,
	input SPI_CLK,
	input SPI_MOSI,
	output SPI_MISO,
	output SLOT1_IO0,  
	output SLOT1_IO1,  
	output SLOT1_IO2,  
	output SLOT1_IO3,  
	output SLOT1_IO4,  
	output SLOT1_IO5,  
	input  SLOT1_IO6,  
	input  SLOT1_IO7,  
	output SLOT1_IO8,  
	output SLOT1_IO9,  
	output SLOT2_IO0,  
	output SLOT2_IO1,  
	output SLOT2_IO2,  
	output SLOT2_IO3,  
	output SLOT2_IO4,  
	output SLOT2_IO5,  
	input  SLOT2_IO6,  
	input  SLOT2_IO7,  
	output SLOT2_IO8,  
	output SLOT2_IO9,
	output SLOT4_IO0,  
	output SLOT4_IO1,  
	output SLOT4_IO2,  
	output SLOT4_IO3,  
	output SLOT4_IO4,  
	output SLOT4_IO5,  
	input  SLOT4_IO6,  
	input  SLOT4_IO7,  
	output SLOT4_IO8,  
	output SLOT4_IO9,
	input  SLOT3_IO0,  
	input  SLOT3_IO1,  
	input  SLOT3_IO2,  
	input  SLOT3_IO3,  
	input  SLOT3_IO4,  
	input  SLOT3_IO5,   
);
	localparam MODE = 0;
	wire [7:0] motor_left;
	wire [7:0] motor_right;
	wire [7:0] motor_reset;
	wire  [7:0] motor_pulse;
	wire  [7:0] motor_fault = 0;
	wire  [7:0] motor_otw = 0;
	localparam RESET = 1;
	assign SLOT1_IO4 = RESET;
	assign SLOT1_IO5 = RESET;
	assign SLOT2_IO4 = RESET;
	assign SLOT2_IO5 = RESET;
	assign SLOT4_IO4 = RESET;
	assign SLOT4_IO5 = RESET;
	assign motor_left[1]  = SLOT1_IO0;
	assign motor_right[1] = SLOT1_IO1;
	assign motor_left[0]  = SLOT1_IO2;
	assign motor_right[0] = SLOT1_IO3;
	assign motor_fault[1] = !SLOT1_IO6;
	assign motor_fault[0] = !SLOT1_IO6;
	assign motor_otw[1]   = !SLOT1_IO7;
	assign motor_otw[0]   = !SLOT1_IO7;
	assign SLOT1_IO8      = MODE;
	assign motor_left[3]  =  SLOT2_IO0;
	assign motor_right[3] =  SLOT2_IO1;
	assign motor_left[2]  =  SLOT2_IO2;
	assign motor_right[2] =  SLOT2_IO3;
	assign motor_fault[3] = !SLOT2_IO6;
	assign motor_fault[2] = !SLOT2_IO6;
	assign motor_otw[3]   = !SLOT2_IO7;
	assign motor_otw[2]   = !SLOT2_IO7;
	assign SLOT2_IO8      = MODE;
	assign motor_left[5]  =  SLOT4_IO0;
	assign motor_right[5] =  SLOT4_IO1;
	assign motor_left[4]  =  SLOT4_IO2;
	assign motor_right[4] =  SLOT4_IO3;
	assign motor_fault[5] = !SLOT4_IO6;
	assign motor_fault[4] = !SLOT4_IO6;
	assign motor_otw[5]   = !SLOT4_IO7;
	assign motor_otw[4]   = !SLOT4_IO7;
	assign SLOT3_IO8      = MODE;
	assign motor_pulse[0] = SLOT3_IO0;
	assign motor_pulse[1] = SLOT3_IO1;
	assign motor_pulse[2] = SLOT3_IO2;
	assign motor_pulse[3] = SLOT3_IO3;
	assign motor_pulse[4] = SLOT3_IO4;
	assign motor_pulse[5] = SLOT3_IO5;
	localparam LED_STATUS = 1;
	wire LED = LED1_1;
	assign LED = LED1_2;
	assign LED = !LED_STATUS;
reg [16:0]  pup_count = 0;
reg         pup_reset = 1;
always @(posedge clk)
   begin
    pup_count <= pup_count + 1;
    if (pup_count == 24000) pup_reset <= 0;
   end
wire reset = pup_reset;
dcmctrl uut (
	.clk(clk),
	.reset(reset),
	.irq(INT),
	.spi_ss(SPI_CS),
	.spi_clk(SPI_CLK),
	.spi_mosi(SPI_MOSI),
	.spi_miso(SPI_MISO),
	.motor_left(motor_left),
	.motor_right(motor_right),
	.motor_reset(motor_reset),
	.motor_pulse(motor_pulse),
	.motor_fault(motor_fault),
	.motor_otw(motor_otw)
);
endmodule
[/design/flow/constraint.sdc]
current_design top_dcmctrl

set clk_period 36.3
set clk_io_pct 0.2

create_clock -name clk0 -period $clk_period [get_ports {clk}]

set non_clock_inputs [all_inputs -no_clocks]
set_input_delay [expr $clk_period * $clk_io_pct] -clock clk0 $non_clock_inputs
set_output_delay [expr $clk_period * $clk_io_pct] -clock clk0 [all_outputs]
[/design/flow/run.sh]
#!/bin/bash
# OpenROAD 26Q1-2900-gdf79404cd8, Yosys 0.63+post, stock flow scripts
make -C /OpenROAD-flow-scripts/flow DESIGN_CONFIG=/design/flow/config.mk WORK_HOME=/design/flow/orfs finish
==> run_results.csv <==
group,metric,value,unit
cts,cts_root_buf,"clkbuf_16",
worst_setup_path,critPathMaxStageDelay,0.51,ns
global_routing,grt_usage,25.9,%
worst_setup_path,cp_max_fo,4,
route,drc,0,
timing,layout_min_cycle_time,8.92,ns
global_routing,grt_antenna_before_repair,1,
route,via_count,32339,
place,io_buffers,22,
power_and_ir_drop,power_density,48.6,nW/µm²
place,placed_cell_area,60700,µm²
power_and_ir_drop,static-leakage-power,21.5,nW
final_layout,layout-drive-gt1-share,15.9,%
yosys,yosysWarningCount,18,
cts,clkTransAtPathRegs,0.06,ns
route,n_antenna_cell,0,
timing,skew,0.0245,ns
cts,tritoncts,"done",
final_layout,fillers,8909,
floorplan,row_count,125,
final_layout,fin_util,56.2,%
route,routedWlPerCell,24.9,µm
cts,cts.sinks,1398,
timing,tightest_slew,0.974,ns
flow_run,cap_violations,0,
floorplan,io-pin-count,44,
timing,setup_ws,27.38,ns
cts,cts_buffers,148,
floorplan,floorplan.core_util,50.5,%
worst_setup_path,cp_top_family,"buffers and inverters",
timing,setup_viol,0,
route,dr.pass1.iters,7,
worst_setup_path,crit_type,"register to primary output",
floorplan,dieArea,119000,µm²
flow_run,warning_count,47,
worst_setup_path,cp_num_buf_inv,1,
worst_setup_path,r2r_slack,32.02,ns
cts,post_cts_buffers,0,
place,hpwlAfterDp,82.4,mm
route,routed_via_density,5.91,
worst_setup_path,start_kind,"register",
timing,min_period_over_period,24.6,%
floorplan,fp.dieW,345,µm
cts,clk_latency,0.77,ns
global_routing,overflow,0,
global_routing,grt_pass1_wl,206,mm
route,drt_iter0_drc,1889,
yosys,avgSynthCellArea,15.6,µm²
cts,cts_resized,0,
cts,ctsHoldBuffers,0,
worst_setup_path,crit_chain,"clkdlybuf4s50_1",
worst_setup_path,crit_slowest_cell,"clkdlybuf4s50_1",
place,place_ws,27.40,ns
final_layout,areaGrowthSynthToFinish,11.3,%
cts,clockBufferDepth,3,
power_and_ir_drop,ir_drop,0.0510,mV
worst_setup_path,end_kind,"primary output",
timing,rsz0062_at_grt,"no",
run_status,status,"finished, final reports clean",
global_routing,grt_pass1_vias,33674,
route,ant_nets,0,
place,gp_congestion,0.923,
worst_setup_path,cp.arrival,1.66,ns
yosys,netlist_area,58700,µm²
timing,setup_tns,0,ns
timing,slew_headroom,34.9,%
worst_setup_path,worstPathRequired,29.04,ns
timing,hold_violations,0,
global_routing,grt_max_degree,92,
route,wl,136,mm
timing,max_freq,112,MHz
timing,slew_violations,0,
floorplan,die_h,345,µm
final_layout,fin_area,65300,µm²
yosys,synthCells,3765,
worst_hold_path,hp-class,"register to register",
cts,htreeDepth,4,
floorplan,core-area,116000,µm²
## sequential cells by signal (all words and copies together), names as in the netlist, 7 cells and up, named ones only
| name | cells |
|---|---|
| uut.reg_wdata | 8 |
| uut.mc_timeout | 25 |
| uut.pwm_stage2_count | 8 |
| uut.registers | 1024 |
| uut.mc_target_position | 24 |
| uut.spi_waddr | 7 |
| uut.pwm_stage2_speed | 8 |
| uut.spi_raddr | 7 |
| uut.pwm_stage1_count | 8 |
| uut.mc_current_position | 24 |
| uut.spi_rdata | 8 |
| uut.reg_rdata_q | 8 |
| uut.mc_state | 16 |
| uut.reg_addr | 7 |
| uut.mc_flags | 48 |
| uut.spi_wdata | 8 |
| pup_count | 17 |
| uut.spi_shiftreg | 8 |
| uut.mc_chan_speed | 48 |
## placed cells by master, fill, tap and decap left out, drive strengths merged, types with 9 or more instances in the layout
cell	count
dfxtp	142
clkinv	61
or3	9
xor2	32
inv	81
a31oi	31
nor3	37
conb	16
clkdlybuf4s50	22
xnor2	61
a211oi	27
nor2b	27
and2	15
ha	68
a21oi	102
nand2	423
clkbuf	189
and4	14
buf	75
o211ai	9
edfxtp	1256
nand2b	20
mux2i	59
a21o	26
nand3	106
nand4	19
mux2	37
nor2	319
or2	14
a22oi	22
nor4	20
o21ai	102
a311oi	29
mux4	279
and3	60
## cell type report
cell class                      instances  area [µm²]  share of cell area (%)
Clock inverter                         79         617                   0.944
Clock buffer                          189        4020                    6.15
Sequential cell                      1398       40600                    62.1
Multi-Input combinational cell       2107       17100                    26.2
Timing Repair Buffer                   97         846                    1.29
Inverter                               74         278                   0.425
Tap cell                             1524        1910                    2.92
## where the power goes
group          leakage, nW  internal (mW)  switching [mW]
Combinational         6.70        0.00252         0.00216
Clock                 2.27          0.833           0.610
Sequential            12.5           1.73        0.000902
## final timing paths
path	cells after the start	from	to
min	0	uut.spi_shiftreg[7]	uut.spi_wdata[7]
max reg2reg	10	uut.reg_addr[1]	uut.spi_rdata[5]
min reg2reg	0	uut.spi_shiftreg[7]	uut.spi_wdata[7]
max	1	uut.motor_right[3]	SLOT2_IO1
## layer usage
layer / wire length (µm) / GRT usage [%] / up-vias
li1: - / - / 14746
met1: 51800 / 39.0 / 16060
met2: 64900 / 38.0 / 1311
met3: 15700 / 12.9 / 218
met4: 3440 / 5.43 / 4
met5: 102 / 0.881 / -
## through the flow
| step | hold slack (ns) | power (mW) | cells |
|---|---|---|---|
| after floorplan | 0.351 | 1.77 | 3779 |
| after global placement | 0.370 | 1.77 | 5200 |
| after detailed placement | 0.374 | 1.77 | 5200 |
| after CTS | 0.382 | 3.21 | 5468 |
| after global routing | 0.400 | 3.27 | 5468 |
| final | 0.380 | 3.18 | 5468 |
Power figures rest on the tool's default switching activity, not on a simulated workload.
